File: /design/flow/config.mk
export PLATFORM = sky130hd
export DESIGN_NAME = ProgramCounter
export DESIGN_NICKNAME = ProgramCounter
export VERILOG_FILES = /design/flow/design.v
export SDC_FILE = /design/flow/constraint.sdc
export NUM_CORES = 4
export LEC_CHECK = 1
export CORE_AREA = 10 10 99 99
export DIE_AREA = 0 0 109 109
File: /design/flow/constraint.sdc
current_design ProgramCounter

set clk_period 7.0
set clk_io_pct 0.2

create_clock -name clk0 -period $clk_period [get_ports {Clock}]

set non_clock_inputs [all_inputs -no_clocks]
set_input_delay [expr $clk_period * $clk_io_pct] -clock clk0 $non_clock_inputs
set_output_delay [expr $clk_period * $clk_io_pct] -clock clk0 [all_outputs]
File: /design/flow/design.v
module ProgramCounter(
	 input logic Clock, 
    input logic Reset, 
	 input logic LoadEnable, 
	 input logic [15:0] LoadValue, 
	 input logic OffsetEnable, 
	 input logic signed [8:0] Offset, 
	 output logic signed [15:0] CounterValue
);
	logic x = 0;  
always_ff @ (posedge Clock)  
    begin
		  if (Reset || x==0)  
				 CounterValue <= 16'd0;	 
		  else if (LoadEnable)  
				 CounterValue <= LoadValue;  
        else if (OffsetEnable)  
				 CounterValue  <= CounterValue + Offset;  
		  else
             CounterValue++;  
x = 1;  
    end
endmodule
File: /design/flow/run.sh
#!/bin/bash
# OpenROAD 26Q1-2900-gdf79404cd8, Yosys 0.63+post, stock flow scripts
make -C /OpenROAD-flow-scripts/flow DESIGN_CONFIG=/design/flow/config.mk WORK_HOME=/design/flow/orfs finish
==> qor.yml <==
final_timing:
  setup_viol: 0
  slew_headroom: 0.466
  worst_slew_pin_slew_ns: 0.801
  hold_viol_final: 0
  worst_slack_ns: 2.86
  fin_crit_ns: 4.14
  tns_ns: 0
  fmax_ghz: 0.242
  fin_skew_ns: 0.00561
  slew_viol_final: 0
  rsz0062_at_grt: "false"
  min_period_over_period: 0.591
drt:
  drc: 0
  wl_per_cell_um: 13.9
  drtAntennaViolNets: 0
  drtPass1Iterations: 4
  vias: 1496
  vias_per_cell: 4.60
  antenna_cells: 0
  drt_iter0_markers: 64
  routed_wl_um: 4520
clock_tree:
  cts_buffer_depth: 2
  root_buffer: "clkbuf_8"
  post-cts-setup-buffers: 0
  clock_latency_ns: 0.25
  cts_sinks: 17
  hold_buffers: 0
  cts_tree: "done"
  cts_buffers: 3
  cts_resized: 0
  cts_max_level: 1
  clk_pin_slew_ns: 0.07
pwr:
  power.share.clock: 0.288
  power_frac_seq: 0.407
  switching_power_mw: 0.0791
  combPwrFrac: 0.305
  power_density_mw_per_mm2: 129
  p_total_mw: 0.266
  irDropWorstVdd_mv: 0.0413
  switching_share: 0.297
  internal_power_mw: 0.187
  power.leakage_nw: 0.762
die:
  dieArea_mm2: 0.0119
  core_mm2: 0.00773
  fp-utilization: 0.197
  io-pin-count: 45
  rows: 32
  die_h_um: 109
  die_w_um: 109
layout:
  syn_to_final_growth_pct: 36.2
  stdcell_count: 325
  num-fill-cells: 825
  drive_above_1_share: 0.0583
  fin_area_mm2: 0.00207
synth:
  syn-cell-area_mm2: 0.00152
  synth-edff-count: 0
  syn_area_per_cell_um2: 8.17
  flop_cell: "dfxtp_1"
  synthTopCellsByArea: "dfxtp_1 22%, ha_1 6.6%, nor2_1 6.2%, mux2i_1 5.3%, nand3_1 4.3%"
  synthTopCellsByCount: "25 x nor2_1, 17 x dfxtp_1, 13 x nand3_1"
  ys_cells: 186
  synthArstFlopShare: 0
  ys.flops: 17
  top_cell: "nor2_1"
  ys_chip_area_mm2: 0.00152
  synth_cell_type_count: 56
  ys_seq_share: 0.224
  synthCells: 186
  yosysTopAreaCell: "dfxtp_1"
  netlist.area_leader.share: 0.224
  synth_warnings: 1
run:
  drv_cap: 0
  tool_warnings: 25
outcome:
  status: "finished clean"
global_route:
  grt_pass1_vias: 1572
  grt.total_usage: 0.0797
  grt_remaining_overflow: 0
  grt_pass1_wl_um: 7780
  grt_start_max_net_pins: 34
  grt_antenna_before_repair: 0
place:
  place_area_mm2: 0.00202
  dp.cells: 321
  dp_slack_ns: 2.60
  place.detailed.hpwl_um: 3540
  portBuffers: 44
  place.gp.congestion: 0.840
setup_path:
  cp-endpoint: "CounterValue[10]"
  cp.arrival_ns: 4.29
  timing.rr.end: "CounterValue[10]"
  r2r-start: "CounterValue[0]"
  reg2reg_slack_ns: 4.63
  cp.required_ns: 7.15
  startpoint: "OffsetEnable"
  crit_type: "input pin to register"
  crit_fanout: 15
  end_kind: "register"
  rr_worst_depth: 8
  cp-start-kind: "input pin"
worst_hold_path:
  hold_class: "register to register"
  hp-start: "CounterValue[13]"
  holdPathStages: 2
stage by stage:
stage | hold WS [ns] | utilization
after CTS | 0.572 | 0.268
after global placement | 0.547 | 0.262
after floorplan | 0.495 | -
after detailed placement | 0.556 | 0.262
after global routing | 0.625 | 0.268
final | 0.578 | 0.268
how the worst min path moves through the flow:
stage	slack [ns]	end
CTS	0.57	CounterValue[13]
global route	0.63	CounterValue[13]
finish	0.58	CounterValue[13]
cell usage in the layout, fill, tap and decap left out, types with 3 or more instances in the layout:
master,n
a21oi_1,10
nand3_1,13
clkbuf_8,3
nand4b_1,3
nand4_1,4
nand2_1,6
and3_1,3
a21o_1,4
clkdlybuf4s50_1,44
mux2i_1,8
ha_1,8
o211ai_1,5
nor3_1,6
a21boi_1,4
xnor2_1,5
nor2_1,25
and2_1,8
dfxtp_1,17
xor2_1,4
final cells by class:
| cell class | count | area [µm²] | area share |
|---|---|---|---|
| Sequential cell | 17 | 340 | 0.164 |
| Timing Repair Buffer | 45 | 448 | 0.216 |
| Inverter | 1 | 3.75 | 0.00181 |
| Multi-Input combinational cell | 156 | 1100 | 0.534 |
| Tap cell | 102 | 128 | 0.0617 |
| Clock buffer | 4 | 45.0 | 0.0218 |
flip-flops by register name, indices dropped and copies added, names as in the netlist:
register      count
CounterValue     16
x                 1
cells by family after synthesis:
group / share of synthesized area
AND/OR/NAND/NOR: 0.316
XOR/XNOR: 0.0519
flip-flops: 0.224
AND-OR/OR-AND: 0.225
buffers and inverters: 0.0486
other: 0.00247
adder cells (fa/ha/maj): 0.0791
multiplexers: 0.0527
power by group through the flow:
stage     clock network [mW]  logic [mW]  registers (mW)
4_1_cts               0.0826      0.0824           0.108
5_1_grt               0.0855      0.0914           0.110
6_report              0.0767      0.0811           0.108
per-layer routing:
metal	global-route usage	vias to the layer above	wire, µm	share of wire
li1	-	770	-	-
met5	0	-	0	0
met3	0.0191	4	315	0.070
met4	0.0113	0	56	0.012
met2	0.129	37	2150	0.48
met1	0.108	685	2000	0.44
critical path: stages:
cell	delay (ns)
clkdlybuf4s50_1	0.82
nand2b_1	0.11
ha_1	0.25
fa_1	0.42
a21o_1	0.24
a221oi_4	0.34
nor2_1	0.14
a221oi_2	0.32
nor4_1	0.07
nand3b_1	0.18
No activity file was given, so power comes from the tool's default toggle rates.
