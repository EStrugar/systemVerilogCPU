==> flow/design.v <==
module RegisterFile
(
	input Clock,
	input WriteEnable, 
	input	[5:0] AddressA, 
	input	[15:0] WriteData, 
	output [15:0] ReadDataA,
	input	[5:0] AddressB, 
	output [15:0] ReadDataB 
);
logic [15:0] Registers [64];  
always_ff @ (posedge Clock)  
	begin
		if (WriteEnable)  
			begin
				Registers[AddressA]<=WriteData;  
			end
	end
assign ReadDataA=Registers[AddressA];  
assign ReadDataB=Registers[AddressB];  
endmodule
==> flow/run.sh <==
#!/bin/bash
# OpenROAD 26Q1-2900-gdf79404cd8, Yosys 0.63+post, stock flow scripts
make -C /OpenROAD-flow-scripts/flow DESIGN_CONFIG=/design/flow/config.mk WORK_HOME=/design/flow/orfs finish
==> flow/config.mk <==
export PLATFORM = sky130hd
export DESIGN_NAME = RegisterFile
export DESIGN_NICKNAME = RegisterFile
export VERILOG_FILES = /design/flow/design.v
export SDC_FILE = /design/flow/constraint.sdc
export NUM_CORES = 4
export LEC_CHECK = 1
export CORE_UTILIZATION = 50
==> flow/constraint.sdc <==
current_design RegisterFile

set clk_period 20.5
set clk_io_pct 0.2

create_clock -name clk0 -period $clk_period [get_ports {Clock}]

set non_clock_inputs [all_inputs -no_clocks]
set_input_delay [expr $clk_period * $clk_io_pct] -clock clk0 $non_clock_inputs
set_output_delay [expr $clk_period * $clk_io_pct] -clock clk0 [all_outputs]
==> flow_metrics.env <==
# physical design summary
export IMPL_firstDrtPassIters=6
export IMPL_grt_first_pass_wirelength_um=251000
export IMPL_grt_pass1_vias=33600
export IMPL_final_cell_mix="edfxtp_1, mux4_2, buf_4, mux2i_1, a221oi_1"
export IMPL_clockRootBuffer="clkbuf_16"
export IMPL_crit_type="primary input to output port"
export IMPL_seq_area_sq_um=30700
export IMPL_drc_errors=0
export IMPL_slew_headroom=-0.0359
export IMPL_cts_tree="yes"
export IMPL_path_buffers=5
export IMPL_simple_gate_share=0.0325
export IMPL_layout_cells_most_common="edfxtp_1"
export IMPL_ioPinCount=62
export IMPL_cpMostUsedCell="buf_4"
export IMPL_detail_route_antenna_nets=0
export IMPL_portBuffers=61
export IMPL_p_per_area_nw_per_um2=88.3
export IMPL_gr_total_overflow=0
export IMPL_regMostFlops="Registers"
export IMPL_crit_chain="buf_8 > buf_4 > buf_4 > nor2b_4 > buf_4 > a221o_1 > a222oi_1 > o211ai_1 > a211oi_1 > nand2_1 > clkdlybuf4s50_1"
export IMPL_rsz0062_at_grt="no"
export IMPL_crit_fanout=48
export IMPL_synth_cell_types=56
export IMPL_async_flop_share=0
export IMPL_htree_levels=3
export IMPL_max_clock_path_buffers=3
export IMPL_ys_sh_adder=0
export IMPL_max_freq_mhz=75.7
export IMPL_crit_arrival_ps=9120
export IMPL_drv_cap=0
export IMPL_vias=31000
export IMPL_muxShareOfSynthArea=0.205
export IMPL_drv_slew=1
export IMPL_period_needed_ps=13220
export IMPL_finalCritPeriodShare=0.645
export IMPL_hp_start="WriteData[5]"
export IMPL_post_cts_resized=0
export IMPL_routed_wl_um=180000
export IMPL_ys_cells=2809
export IMPL_hold_buffers=0
export IMPL_core_sq_um=93900
export IMPL_ys_seq_share=0.644
export IMPL_finalSetupTns_ps=0
export IMPL_pre_cts_slack_ps=7600
export IMPL_cp_depth=11
export IMPL_final_setup_worst_slack_ps=7280
export IMPL_max_stage_delay_ps=1230
export IMPL_ys_area_sq_um=47700
export IMPL_wl_per_cell_um=42.2
export IMPL_required_ps=16400
export IMPL_avgSynthCellArea_sq_um=17.0
export IMPL_p_leak_nw=17.1
export IMPL_place_gp_congestion=1.02
export IMPL_die_x_um=311
export IMPL_ys_sh_xor=0
export IMPL_largest_reg_flops=1024
export IMPL_postSynthCellCount=2809
export IMPL_rows=112
export IMPL_fillers=6960
export IMPL_cp_end_kind="output port"
export IMPL_status="finished, violations left"
export IMPL_hp_class="primary input to flop"
export IMPL_antenna_found_initial=9
export IMPL_flop_cell="edfxtp_1"
export IMPL_endpoint="ReadDataA[7]"
export IMPL_ys_seq_elements=1024
export IMPL_grt_max_degree=66
export IMPL_tightest_slew_ps=1550
export IMPL_fp_util=0.508
export IMPL_hold_depth=1
export IMPL_peakVddDrop_v=0.0000699
export IMPL_ys_top_logic_family="multiplexers"
export IMPL_ys_warn_count=1
export IMPL_cts_setup_buffers=0
export IMPL_syn_cell_area_sq_um=47700
export IMPL_clk_pin_slew_worst_paths_ps=60
export IMPL_numCtsBuffers=107
export IMPL_track_usage=0.418
export IMPL_area_delta_synth_final_pct=12.7
export IMPL_setup_viol=0
export IMPL_crit_slowest_cell="a222oi_1"
export IMPL_dp_hpwl_um=111000
export IMPL_drt_iter0_drc=2751
export IMPL_start_kind="primary input"
export IMPL_largestRegisters="Registers (1024)"
export IMPL_vias_per_cell=7.27
export IMPL_edf_count=1024
export IMPL_hold_violations=0
export IMPL_synthAoiAreaFrac=0.0935
export IMPL_cts_sinks=1024
export IMPL_crit_family="buffers and inverters"
export IMPL_die_h_um=311
export IMPL_violations="slew limit"
export IMPL_drive_gt1_frac=0.292
export IMPL_die_area_sq_um=96700
export IMPL_warning_count=26
export IMPL_logic_area_sq_um=16000
export IMPL_critPathLaunch="AddressA[1]"
==> stage by stage <==
| step | hold slack (ps) | std cells | cell area [sq um] | power [mW] | util |
|---|---|---|---|---|---|
| after floorplan | 4200 | 2809 | 47700 | 2.59 | - |
| final | 4020 | 4262 | 53800 | 4.75 | 0.573 |
| after global routing | 4040 | 4258 | 53800 | 4.85 | 0.573 |
| after global placement | 4700 | 4058 | 50200 | 2.81 | 0.535 |
| after CTS | 4010 | 4256 | 53700 | 4.74 | 0.572 |
| after detailed placement | 4730 | 4058 | 50200 | 2.81 | 0.535 |
==> Yosys cell counts, types with 14 or more instances <==
master | n | share of area
a211oi_1 | 21 | 0.0033
mux2i_1 | 146 | 0.031
nand2_1 | 87 | 0.0068
clkbuf_1 | 102 | 0.0080
o221ai_1 | 26 | 0.0048
o21ai_0 | 81 | 0.0085
a31oi_1 | 14 | 0.0018
a21oi_1 | 87 | 0.0091
a22o_1 | 17 | 0.0031
a221oi_1 | 144 | 0.026
nand3_1 | 25 | 0.0026
buf_4 | 24 | 0.0038
edfxtp_1 | 1024 | 0.64
nor2b_1 | 29 | 0.0038
mux2_2 | 138 | 0.033
a221o_1 | 21 | 0.0044
buf_1 | 22 | 0.0017
o22ai_1 | 63 | 0.0083
nor2_1 | 129 | 0.010
a22oi_1 | 77 | 0.012
buf_2 | 91 | 0.0095
mux4_2 | 298 | 0.14
==> worst min-delay path by stage <==
stage	endpoint	slack, ps
6_report	Registers[46][5]$_DFFE_PP_	4020
5_1_grt	Registers[46][5]$_DFFE_PP_	4040
4_1_cts	Registers[18][5]$_DFFE_PP_	4010
==> cells by family (layout without fill, tap and decap cells) <==
logic type             count (synthesis)  in the layout
DFF                                 1024           1024
AOI/OAI and AO/OA                    614            614
muxes                                587            587
and+or+nand+nor                      335            335
buffers and inverters                249            443
other                                  0              5
==> power by group <==
part / internal [mW] / switching, mW
sequential: 2.32 / 0.00650
combinational: 0.156 / 0.304
clock: 1.15 / 0.818
==> layer usage <==
| layer | up-vias | GRT usage | share of wire |
|---|---|---|---|
| met1 | 15300 | 0.494 | 0.30 |
| li1 | 12200 | - | - |
| met5 | - | 0.104 | 0.0077 |
| met4 | 41 | 0.191 | 0.066 |
| met2 | 2940 | 0.539 | 0.42 |
| met3 | 546 | 0.364 | 0.21 |
==> layout make-up <==
cell class,instances,area share
multi-input cells,1536,0.298
clock inverters,68,0.0128
inverters,5,0.000372
repair buffers,240,0.0353
diodes,5,0.000233
clock buffers,130,0.0522
well taps,1254,0.0292
flip-flops and latches,1024,0.572
Power is estimated from default activity; no workload was simulated.
